**/design/flow/run.sh**
```bash
#!/bin/bash
# OpenROAD 26Q1-2900-gdf79404cd8, Yosys 0.63+post, stock flow scripts
make -C /OpenROAD-flow-scripts/flow DESIGN_CONFIG=/design/flow/config.mk WORK_HOME=/design/flow/orfs finish
```
**/design/flow/config.mk**
```make
export PLATFORM = sky130hd
export DESIGN_NAME = buffer
export DESIGN_NICKNAME = buffer
export VERILOG_FILES = /design/flow/design.v
export SDC_FILE = /design/flow/constraint.sdc
export NUM_CORES = 4
export LEC_CHECK = 1
export CORE_UTILIZATION = 30
```
**/design/flow/constraint.sdc**
```tcl
current_design buffer

set clk_period 6.9
set clk_io_pct 0.2

create_clock -name clk0 -period $clk_period [get_ports {clk}]

set non_clock_inputs [all_inputs -no_clocks]
set_input_delay [expr $clk_period * $clk_io_pct] -clock clk0 $non_clock_inputs
set_output_delay [expr $clk_period * $clk_io_pct] -clock clk0 [all_outputs]
```
**/design/flow/design.v**
```verilog
module buffer
(
	input clk,
	input rst,
	input [31:0] in,
	output [31:0] out
);
	reg [6:0] bigctr_r;
	reg [2:0] smallctr_r;
	reg [159:0] buffer_r [49:0];
	reg [31:0] buffer_out;
	integer i;
	assign out = buffer_out;
	always @(posedge clk) begin
		if (rst) begin
			bigctr_r <= 0;
			smallctr_r <= 0;
		end
		else begin
			bigctr_r <= smallctr_r == 3'b101 ? bigctr_r + 1 : bigctr_r;
			smallctr_r <= smallctr_r == 3'b101 ? 3'b000 : smallctr_r + 1;
			for (i = 0 ; i < 50 ; i = i+1) begin
				if(bigctr_r == i) begin
					buffer_r[i][smallctr_r*32+:32] <= in;
				end
				else begin
					buffer_r[i] <= buffer_r[i];
				end
				if(bigctr_r + 1 == i) begin
					buffer_out <= buffer_r[i][smallctr_r*32+:32];
				end
				else begin
					buffer_out <= buffer_out;
				end
			end
		end
	end
endmodule
```
==> results.sh <==
# physical design summary
export IMPL_yosys_stat_area_um2=9910
export IMPL_irDropWorstVdd_v=0.000172
export IMPL_ctsResizeCount=0
export IMPL_required_ns=7.05
export IMPL_worstPathMaxFanout=58
export IMPL_yosysMostFrequentCell="edfxtp_1"
export IMPL_post_place_ws_ns=2.55
export IMPL_postSynthSeqShare_pct=60.2
export IMPL_crit_chain="clkdlybuf4s50_1, nor2_4, nand3_2, nor4b_4, buf_4, buf_4"
export IMPL_chipArea_um2=33800
export IMPL_drtIter0Drc=405
export IMPL_via_count=6334
export IMPL_fp_utilization_pct=30.4
export IMPL_port_buffers=65
export IMPL_core_area_um2=32500
export IMPL_avgSynthCellArea_um2=13.6
export IMPL_cts_tree="built"
export IMPL_grt_start_max_net_pins=59
export IMPL_syn_area_um2=9910
export IMPL_fin_area_um2=11800
export IMPL_post_cts_buffers=0
export IMPL_wl_per_cell_um=20.1
export IMPL_utilization_pct=36.2
export IMPL_grt_overflow=0
export IMPL_worst_setup_path_end_kind="register"
export IMPL_arrival_ns=3.94
export IMPL_critical_path_slowest_cell="buf_4"
export IMPL_top_level_ports=66
export IMPL_dp_hpwl_mm=14.0
export IMPL_period_used_pct=54.8
export IMPL_synth_area_leader_cell="edfxtp_1"
export IMPL_fmaxAchievable_ghz=0.264
export IMPL_layout_drive_gt1_share_pct=16.5
export IMPL_grt_total_usage_pct=16.1
export IMPL_p_per_area_nw_per_um2=251
export IMPL_finalHoldViolations=0
export IMPL_final_antenna_net_count=0
export IMPL_top_cell_area_share_pct=58.2
export IMPL_die_size_y_um=184
export IMPL_tool_warnings=31
export IMPL_grt_pass1_vias=6733
export IMPL_crit_type="primary input to register"
export IMPL_ys_types=41
export IMPL_slowest_delay_ns=0.71
export IMPL_grt_pass1_wl_mm=39.2
export IMPL_cts_path_max_buffers=3
export IMPL_ys_flop_type="edfxtp_1"
export IMPL_slew_headroom_pct=45.7
export IMPL_rows=66
export IMPL_finClkSkew_ns=0.0207
export IMPL_cts_num_sinks=202
export IMPL_viasPerCell=5.12
export IMPL_yosysWarnings=2
export IMPL_first_pass_iters=31
export IMPL_synth_area_top_cells="edfxtp_1 58%, o2bb2ai_1 5.7%, mux2_4 4.5%"
export IMPL_rsz0062_at_grt="false"
export IMPL_async_flop_share_pct=0
export IMPL_edf_count=192
export IMPL_drt_total_wl_mm=24.9
export IMPL_cp_top_family="buffers and inverters"
export IMPL_ys_cells=728
export IMPL_numCtsBuffers=24
export IMPL_crit_buf_inv=3
export IMPL_routabilityCongestion=0.800
export IMPL_synth_flops=202
export IMPL_min_period_ns=3.78
export IMPL_finalSetupViolations=0
export IMPL_clock_latency_ns=0.53
export IMPL_drc=0
export IMPL_root_buffer="clkbuf_16"
export IMPL_die_x_um=184
export IMPL_critPathLaunchType="primary input"
export IMPL_cpMostUsedCell="buf_4"
export IMPL_fillers=3077
export IMPL_common_cells="192 x edfxtp_1, 64 x o2bb2ai_1, 57 x clkbuf_1"
export IMPL_htree_levels=1
export IMPL_status="complete, no violations"
export IMPL_hp_class="register to register"
export IMPL_maxCapViolCount=0
export IMPL_clk_pin_slew_ns=0.06
export IMPL_syn_inst=728
export IMPL_setup_ws_ns=3.12
export IMPL_dpl_cell_area_um2=11000
export IMPL_maxSlewViolCount=0
export IMPL_power_leakage_uw=0.00403
export IMPL_holdBufCountCts=0
export IMPL_n_antenna_cell=0
export IMPL_worstMarginPinSlew_ns=0.815
export IMPL_antenna_found_initial=0
export IMPL_power_uw=2950
export IMPL_syn_to_final_growth_pct=18.9
[area by class of cell]
type                       count  area, um^2  area share (%)
clock buffer                  29         619            5.26
clock inverter                14         149            1.26
inverter                       7        26.3           0.223
multi-input combinational    454        3640            30.9
sequential                   202        5970            50.7
tap                          442         553            4.69
timing repair buffer          88         823            6.99
[metrics by stage]
stage,hold WS (ns),std cells,setup TNS [ns]
after floorplan,0.491,728,-41.87
after global placement,0.524,1193,0
after detailed placement,0.520,1193,0
after CTS,0.526,1236,0
after global routing,0.573,1236,0
final,0.527,1236,0
[registers in the layout, indices dropped and copies added, names as in the netlist]
name and flops:
buffer_r 160, buffer_out 32, bigctr_r 7, smallctr_r 3
[worst paths after layout]
kind                                    start                 to  slack (ns)  cells past startpoint
worst max-delay path                      rst  buffer_r[49][140]        3.12                      6
worst min-delay path              bigctr_r[6]        bigctr_r[6]        0.53                      2
worst max register to register  smallctr_r[0]   buffer_r[49][89]        3.36                     10
worst min register to register    bigctr_r[6]        bigctr_r[6]        0.53                      2
[kinds of logic (layout without fill, tap and decap cells)]
kind of cell	Yosys count	in the layout	synth area share [%]
and+or+nand+nor	141	141	7.89
buffers and inverters	72	138	3.45
adders and majority gates	9	9	1.14
muxes	95	95	11.7
AOI/OAI and AO/OA	204	204	15.2
DFF	202	202	60.2
xor gates and xnor gates	5	5	0.442
[worst min-delay path: cells and delay by family, from the launching register on]
kind / cells / cell delay [ns]
flip-flops: 1 / 0.34
AND-OR/OR-AND: 2 / 0.14
[cell usage in the layout, fill, tap and decap left out, drive strengths merged, types with 9 or more instances in the layout]
master,synthesis,routed
a22o,31,31
a22oi,31,31
buf,8,23
clkbuf,57,29
clkdlybuf4s50,0,65
clkinv,1,12
dfxtp,10,10
edfxtp,192,192
ha,9,9
mux2,63,63
mux2i,31,31
nand2,42,42
nand2b,33,33
nor2b,32,32
o21ai,37,37
o22ai,31,31
o2bb2ai,64,64
[power breakdown]
group	leakage [uW]	switching, uW	internal, uW
Combinational	0.00184	225	144
Sequential	0.00181	4.56	1340
Clock	0.000376	490	748
Total	0.00403	719	2230
[layer usage]
layer	share of wire (%)	track usage (%)	up-vias
met5	0.21	1.78	-
met4	2.0	2.87	2
met3	10	8.04	42
met2	45	23.7	286
met1	43	22.1	3049
li1	-	-	2955
Power figures rest on the tool's default switching activity, not on a simulated workload.
