$ cat config.mk
export PLATFORM = sky130hd
export DESIGN_NAME = kmer_window
export DESIGN_NICKNAME = kmer_window
export VERILOG_FILES = /design/flow/design.v
export SDC_FILE = /design/flow/constraint.sdc
export NUM_CORES = 4
export LEC_CHECK = 1
export CORE_UTILIZATION = 30
$ cat constraint.sdc
current_design kmer_window

set clk_period 1.4
set clk_io_pct 0.2

create_clock -name clk0 -period $clk_period [get_ports {clk}]

set non_clock_inputs [all_inputs -no_clocks]
set_input_delay [expr $clk_period * $clk_io_pct] -clock clk0 $non_clock_inputs
set_output_delay [expr $clk_period * $clk_io_pct] -clock clk0 [all_outputs]
$ cat design.v
module kmer_window
(
	input clk,
	input rst,
	input [0:0] raddr,
	input [0:0] waddr,
	input [119:0] in,
	output [119:0] out
);
	reg [119:0] buffer_r [1:0], buffer_ns [1:0];
	reg [119:0] buffer_out;
	integer i;
	always @* begin
		for (i = 0 ; i < 2 ; i = i+1)
			buffer_ns[i]		=		buffer_r[i]	;
		buffer_ns[waddr]		=		in		;
		buffer_out			=		buffer_r[raddr] ;		
	end
	assign out = buffer_out;
	always @(posedge clk) begin
		if (rst) begin
			for (i = 0 ; i < 2 ; i = i+1) begin
				buffer_r[i] <= 120'b0;
			end
		end
		else begin
			for (i = 0 ; i < 2 ; i = i+1) begin
				buffer_r[i] <= buffer_ns[i];
			end
		end
	end
endmodule
$ cat run.sh
#!/bin/bash
# OpenROAD 26Q1-2900-gdf79404cd8, Yosys 0.63+post, stock flow scripts
make -C /OpenROAD-flow-scripts/flow DESIGN_CONFIG=/design/flow/config.mk WORK_HOME=/design/flow/orfs finish
==> results_dict.tcl <==
# flow metrics
set metrics [dict create \
    outcome "finished, violations left" \
    violations "setup timing" \
    globalRouteTotalUtil 0.133 \
    overflow 0 \
    power_switching_share 0.230 \
    rsz0062_at_grt "yes" \
    cts_tree "yes" \
    placementRows 66 \
    wirelength_um 23100 \
    pwr-share-seq 0.445 \
    portBuffers 243 \
    postPlaceCellArea_sq_um 12700 \
    h-tree-depth 1 \
    edf_count 0 \
    hold_ws_ns 0.193 \
    drive_gt1_frac 0.413 \
    vias 6928 \
    power.total_mw 16.9 \
    synthCells 907 \
    synth_area_leader_cell "dfxtp_1" \
    ys_sh_xor 0 \
    ff2ff_path_depth 3 \
    r2r-end "buffer_r[0][37]$_SDFFE_PP0N_" \
    cap_violations 0 \
    crit_cells 2 \
    crit_end "out[105]" \
    hp-class "input pin to register" \
    period_minus_slack_ns 1.53 \
    ys_warn_count 3 \
    core_region_area_sq_um 32800 \
    cp.required_ns 1.12 \
    path_clk_slew_ns 0.06 \
    slew_violations 0 \
    reg_top3 "buffer_r x240" \
    fp_util 0.307 \
    setup.worst_path.start "buffer_r[0][105]$_SDFFE_PP0N_" \
    grt_pass1_wl_um 35800 \
    aoi_share 0 \
    yosysChipArea_sq_um 10100 \
    period_used_share 1.09 \
    area_delta_synth_final_pct 37.4 \
    numClockSinks 240 \
    antenna_cells_inserted 0 \
    cp_num_buf_inv 1 \
    die_area_sq_um 34300 \
    pwr-share-comb 0.129 \
    cts_max_path_buffers 3 \
    avgRoutedWirePerCell_um 14.5 \
    p_per_area_nw_per_um2 1220 \
    synthTopCellsByArea "dfxtp_1, mux2i_1, mux2_2" \
    crit_path_end_kind "output port" \
    fmax_ghz 0.655 \
    clockRootBuffer "clkbuf_16" \
    post-route-drc-count 0 \
    post-route-util 0.421 \
    cts_buffers 28 \
    finalInstanceArea_sq_um 13800 \
    tightestPinTransition_ns 0.460 \
    slew_headroom 0.693 \
    top_cell_area_share 0.478 \
    cp_max_fo 2 \
    slowest_delay_ns 0.32 \
    clock_power_share 0.426 \
    reg2reg_slack_ns 0.65 \
    synth-seq-cells 240 \
    cp_top_family "flip-flops" \
    leakage_nw 6.53 \
    gp_congestion 0.765 \
    ys_top_cells_by_count "dfxtp_1, mux2i_1, nor2_1, mux2_2, buf_2" \
    ys_sh_adder 0 \
    die_height_um 185 \
    finalSetupViolations 120 \
    dp_slack_ns -0.412 \
    antenna_found_initial 1 \
    synth_stat.cells 907 \
    avgSynthCellArea_sq_um 11.1 \
    clkLatencyLatePin_ns 0.54 \
    finalHoldViolations 0 \
    fin_ws_ns -0.126 \
    fillers 3084 \
    ff_type "dfxtp_1" \
    ant_nets 0 \
    first_iter_violations 312 \
    ys_seq_frac 0.478 \
    cp.arrival_ns 1.25 \
    io_pins 244 \
    grt_pass1_vias 6766 \
    async_flop_share 0 \
    ys_types 9 \
    clock_skew_ns 0 \
    synth_area_sq_um 10100 \
    hold_buffers 0 \
    path_cells "mux2_4 > buf_6" \
    cell_internal_pwr_mw 13.0 \
    grt_max_degree 97 \
    log.warning_count 27 \
    top_register "buffer_r" \
    muxShareOfSynthArea 0.373 \
    crit_type "register to output port" \
    cp-start-kind "register" \
    ys_sh_simple 0.0896 \
    routed_via_density 4.34 \
    r2r-start "buffer_r[0][37]$_SDFFE_PP0N_" \
    ir_worst_vdd_v 0.000981 \
    largest_reg_flops 240 \
    topCombFamilyByArea "multiplexers" \
    critical_path.slowest_cell "dfxtp_2" \
    first_pass_iters 4 \
    die-width_um 185 \
    p_sw_mw 3.88 \
    dp_hpwl_um 15100 \
]
## layout make-up
type                    instances  area (sq um)  area share
flip-flops and latches        240          5010       0.363
multi-input cells             600          4980       0.360
repair buffers                264          2350       0.170
clock buffers                  39           803      0.0581
well taps                     442           553      0.0400
clock inverters                13           119     0.00860
## cells by family (layout without fill, tap and decap cells)
family                 count (synthesis)  after routing
and+or+nand+nor                      240            240
buffers and inverters                 67            316
muxes                                360            360
DFF                                  240            240
## per-layer routing
metal | GRT usage | up-vias | share of wire
met4 | 0.0311 | 2 | 0.025
li1 | - | 3532 | -
met3 | 0.0481 | 39 | 0.091
met5 | 0 | - | 0.00056
met1 | 0.189 | 3186 | 0.47
met2 | 0.197 | 169 | 0.42
## how the worst min path moves through the flow
stage / endpoint / cells after the start / from
after CTS: buffer_r[1][17]$_SDFFE_PP0P_ / 3 / rst
after global routing: buffer_r[1][17]$_SDFFE_PP0P_ / 3 / rst
final: buffer_r[1][17]$_SDFFE_PP0P_ / 3 / rst
## what timing repair did
item,in CTS,in global routing
buffers inserted,5,1
gates resized,603,56
setup endpoints to repair,120,120
pin swaps,0,0
## power by group through the flow
stage     sequential (mW)  clock (mW)  combinational [mW]
4_1_cts              7.50        7.45                2.14
5_1_grt              7.55        7.70                2.39
6_report             7.51        7.19                2.18
## worst reg2reg max path: stages, from the launching register on
cell	delay [ns]
dfxtp_2	0.32
buf_4	0.12
mux2i_1	0.13
nor2_1	0.05
## layout by cell type, fill, tap and decap left out, types with 4 or more instances in the layout
master,instances
buf_4,6
clkbuf_16,29
clkbuf_8,4
buf_12,13
buf_6,26
mux2_2,34
mux2i_1,240
dfxtp_2,168
dfxtp_1,72
buf_2,96
clkbuf_1,6
mux2_4,86
nor2_1,240
clkinv_2,10
clkdlybuf4s50_1,120
## through the flow
step | setup TNS [ns] | instances
2_1_floorplan | 0 | 907
3_3_place_gp | -43.99 | 1540
3_5_place_dp | -43.66 | 1540
4_1_cts | -16.29 | 1597
5_1_grt | -17.48 | 1598
6_report | -11.69 | 1598
Power and IR drop assume default switching activity.
