File: design/flow/config.mk
export PLATFORM = sky130hd
export DESIGN_NAME = loc_buffer
export DESIGN_NICKNAME = loc_buffer
export VERILOG_FILES = /design/flow/design.v
export SDC_FILE = /design/flow/constraint.sdc
export NUM_CORES = 4
export LEC_CHECK = 1
export CORE_UTILIZATION = 50
File: design/flow/constraint.sdc
current_design loc_buffer

set clk_period 6.1
set clk_io_pct 0.2

create_clock -name clk0 -period $clk_period [get_ports {clk}]

set non_clock_inputs [all_inputs -no_clocks]
set_input_delay [expr $clk_period * $clk_io_pct] -clock clk0 $non_clock_inputs
set_output_delay [expr $clk_period * $clk_io_pct] -clock clk0 [all_outputs]
File: design/flow/design.v
module loc_buffer
(
	input clk,
	input rst,
	input [31:0] in,
	output [31:0] out
);
	reg [8:0] bigctr_r;
	reg smallctr_r;
	reg [63:0] buffer_r [511:0];
	reg [31:0] buffer_out;
	integer i;
	assign out = buffer_out;
	always @(posedge clk) begin
		if (rst) begin
			bigctr_r <= 0;
			smallctr_r <= 0;
		end
		else begin
			bigctr_r <= smallctr_r == 1'b1 ? bigctr_r + 1 : bigctr_r;
			smallctr_r <= smallctr_r == 1'b1 ? 1'b0 : smallctr_r + 1;
			for (i = 0 ; i < 512 ; i = i+1) begin
				if(bigctr_r == i) begin
					buffer_r[i][smallctr_r*32+:32] <= in;
				end
				else begin
					buffer_r[i] <= buffer_r[i];
				end
				if(bigctr_r + 1 == i) begin
					buffer_out <= buffer_r[i][smallctr_r*32+:32];
				end
				else begin
					buffer_out <= buffer_out;
				end
			end
		end
	end
endmodule
File: design/flow/run.sh
#!/bin/bash
# OpenROAD 26Q1-2900-gdf79404cd8, Yosys 0.63+post, stock flow scripts
make -C /OpenROAD-flow-scripts/flow DESIGN_CONFIG=/design/flow/config.mk WORK_HOME=/design/flow/orfs finish
==> flow_summary.yaml <==
# generated from flow reports
synthesis:
  ys_sh_xor: 0.0139
  ys_sh_simple: 0.0384
  synthCells: 190
  ys_sh_adder: 0.00993
  synth_seq_share: 0.816
  synth.cellmix.compoundShare: 0.0106
  yosys_warnings: 2
  ys_ff: 106
  top_logic_kind: "multiplexers"
  avgSynthCellArea_um2: 19.9
  ys_area_um2: 3780
  synth_cell_types: 28
  ys_cells: 190
  synthMuxAreaShare: 0.0980
  netlist_area_um2: 3780
clock_tree:
  htree_levels: 3
  path_clk_slew_ps: 90
  cts_setup_buffers: 0
  clockBufferDepth: 2
  holdBufCountCts: 0
  cts_buffers: 9
  insertion_delay_ps: 340
  cts-root-buf: "clkbuf_8"
  numClockSinks: 106
  cts_tree: "built"
  ctsResizeCount: 0
layout:
  drive_above_1_share: 0.204
  logic_area_um2: 653
  seq_area_um2: 3080
  fillers: 513
  area_growth_pct: 25.6
routing:
  wl_per_cell_um: 15.6
  n_antenna_cell: 0
  drt_iter0_drc: 65
  totalWireLength_mm: 5.68
  drc: 0
  ant_nets: 0
  vias: 1851
  drt_pass1_iterations: 4
  via_per_inst: 5.09
critical_path:
  cp-end-kind: "flop"
  r2r_cells: 5
  critPathLaunchType: "input pin"
  required_ps: 6070
  crit_type: "in2reg"
  cp_max_fo: 32
  arrival_ps: 2770
global_route:
  antenna_found_initial: 0
  grt_pass1_wl_mm: 8.67
  grt_use_total: 0.162
  grt_pass1_vias: 1836
  globalRoute.totalOverflow: 0
  grt_max_degree: 34
die:
  coreArea_um2: 7290
  dieArea_um2: 7910
  num_rows: 31
  io_pins: 66
  fp_util: 0.518
  die_x_um: 88.9
  die_height_um: 88.9
power_and_ir_drop:
  power_density_nw_per_um2: 270
  ir_drop_mv: 0.131
  leakage_nw: 1.55
placed_design:
  numPortBuffers: 65
  hpwl_mm: 3.56
  dp_slack_ps: 2950
  routabilityCongestion: 0.844
sta:
  hold_viol: 0
  max_clock_freq_mhz: 358
  slew_viol_final: 0
  fin_skew_ps: 8.58
  setup_viol: 0
  layout_min_cycle_time_ps: 2790
  rsz0062_at_grt: "no"
  slew_headroom: 0.448
  tightestPinTransition_ps: 828
  period_used_share: 0.458
  setup_ws_ps: 3310
  fin_tns_setup_ps: 0
flow_run:
  log.warning_count: 27
  drv_cap: 0
worst_hold_path:
  min_path_type: "reg2reg"
  hold_depth: 2
outcome:
  outcome: "finished clean"
==> Yosys cell counts, drive strengths merged <==
cell type	n	area, µm²
and2	1	6.26
inv	1	3.75
nand4b	1	8.76
nand4	5	31.3
mux2i	1	10.0
buf	7	43.8
nand3	2	10.0
edfxtp	96	2880
xor2	5	43.8
and3b	1	8.76
clkbuf	1	3.75
a211oi	1	7.51
ha	3	37.5
nand2	4	25.0
nor3	1	5.00
a21oi	3	15.0
o21ai	2	10.0
xnor2	1	8.76
o31ai	1	7.51
dfxtp	10	200
nor2	8	30.0
or4	1	7.51
mux2	32	360
or3	2	12.5
==> path summary, 6_finish.rpt <==
check | startpoint | end | slack (ps)
min | bigctr_r[7] | bigctr_r[7] | 490
max reg2reg | bigctr_r[1] | flop | 3880
min reg2reg | bigctr_r[7] | bigctr_r[7] | 490
max | rst | flop | 3310
==> power by group <==
group          leakage (nW)  total, mW  switching (mW)  internal (mW)
logic                 0.503     0.0484          0.0170         0.0314
clock network         0.100      0.439           0.210          0.229
registers             0.944      0.794         0.00402          0.790
==> kinds of logic after synthesis <==
logic type | count (synthesis)
DFF | 106
AOI/OAI and AO/OA | 7
muxes | 33
adders and majority gates | 3
xor gates and xnor gates | 6
buffers and inverters | 9
and+or+nand+nor | 26
==> worst max-delay path: stages <==
cell and delay [ps]:
clkdlybuf4s50_1 610, nor2_1 200, and2_2 720
==> metal layers <==
layer	share of wire	vias to the layer above	track usage
met2	0.49	70	0.238
met4	0.011	0	0.0245
li1	-	869	-
met5	0	-	0
met1	0.42	906	0.281
met3	0.080	6	0.0534
==> layout by cell type, fill, tap and decap left out, types with 2 or more instances in the layout <==
master,n
a21oi_1,3
buf_4,3
bufinv_16,2
clkbuf_8,9
clkdlybuf4s50_1,65
dfxtp_1,9
edfxtp_1,96
ha_1,3
mux2_2,32
nand2_1,2
nand3_1,2
nand4_1,5
nor2_1,8
o21ai_0,2
or3_1,2
xor2_1,5
==> through the flow <==
| step | hold WS, ps | utilization | area [µm²] | total power, mW | cells |
|---|---|---|---|---|---|
| 3_3_place_gp | 465 | 0.622 | 4540 | 0.857 | 349 |
| 5_1_grt | 533 | 0.651 | 4750 | 1.32 | 364 |
| 6_report | 488 | 0.651 | 4750 | 1.28 | 364 |
| 4_1_cts | 488 | 0.651 | 4750 | 1.29 | 364 |
| 3_5_place_dp | 472 | 0.622 | 4540 | 0.860 | 349 |
| 2_1_floorplan | 452 | - | 3780 | 0.832 | 190 |
==> layout make-up <==
cell class / count / area share
Timing Repair Buffer: 68 / 0.142
Multi-Input combinational cell: 75 / 0.138
Sequential cell: 106 / 0.650
Clock buffer: 10 / 0.0269
Inverter: 1 / 0.000791
Tap cell: 99 / 0.0261
Clock inverter: 5 / 0.0169
Power and IR drop assume default switching activity.
